`/design/flow/design.v`:
```
module pauseButton(
   input clk,
   input button,
   output reg play
);
parameter bounce = 20;  
reg [bounce-1:0] cnt;  
always @(posedge clk) begin
    if(!button)begin  
        cnt <= 0;
    end   
    else if(!cnt[bounce-1])begin   
        cnt <= cnt + 1;
    end
end
always @(posedge cnt[bounce-1])begin
    play <= ~play;
end
endmodule
```
`/design/flow/constraint.sdc`:
```
current_design pauseButton

set clk_period 4.0
set clk_io_pct 0.2

create_clock -name clk0 -period $clk_period [get_ports {clk}]

set non_clock_inputs [all_inputs -no_clocks]
set_input_delay [expr $clk_period * $clk_io_pct] -clock clk0 $non_clock_inputs
set_output_delay [expr $clk_period * $clk_io_pct] -clock clk0 [all_outputs]
```
`/design/flow/config.mk`:
```
export PLATFORM = sky130hd
export DESIGN_NAME = pauseButton
export DESIGN_NICKNAME = pauseButton
export VERILOG_FILES = /design/flow/design.v
export SDC_FILE = /design/flow/constraint.sdc
export NUM_CORES = 4
export LEC_CHECK = 1
export CORE_AREA = 10 10 101 101
export DIE_AREA = 0 0 111 111
```
`/design/flow/run.sh`:
```
#!/bin/bash
# OpenROAD 26Q1-2900-gdf79404cd8, Yosys 0.63+post, stock flow scripts
make -C /OpenROAD-flow-scripts/flow DESIGN_CONFIG=/design/flow/config.mk WORK_HOME=/design/flow/orfs finish
```
==> run_summary.xml <==
<?xml version="1.0" encoding="UTF-8"?>
<metrics>
  <group name="sta">
    <metric name="worst_slack" unit="ps">2140</metric>
    <metric name="endpoints_left_unconstrained" unit="">2</metric>
    <metric name="fmax" unit="MHz">539</metric>
    <metric name="max_slew.worst_pin.slew" unit="ps">656</metric>
    <metric name="finalClockPeriodUsage" unit="%">46.4</metric>
    <metric name="unrepaired_setup_endpoints_after_global_routing" unit="">no</metric>
    <metric name="holdWs" unit="ps">482</metric>
    <metric name="timing.final.setup_violations" unit="">0</metric>
    <metric name="timing.final.max_slew_violations" unit="">0</metric>
    <metric name="tightest_slew_margin_relative_to_the_limit" unit="%">56.1</metric>
    <metric name="hold_violations_final" unit="">0</metric>
    <metric name="layout_min_cycle_time" unit="ps">1860</metric>
    <metric name="unclocked_pins" unit="">1</metric>
    <metric name="finalClockSkew" unit="ps">1.31</metric>
    <metric name="timing.setup.tns" unit="ps">0</metric>
  </group>
  <group name="global_route">
    <metric name="grt_antenna_before_repair" unit="">0</metric>
    <metric name="track_usage" unit="%">2.53</metric>
    <metric name="grt_first_pass_wirelength" unit="um">2750</metric>
    <metric name="grt_max_degree" unit="">24</metric>
    <metric name="gr-total-overflow" unit="">0</metric>
    <metric name="grt_pass1_vias" unit="">635</metric>
  </group>
  <group name="layout">
    <metric name="final.fill_count" unit="">894</metric>
    <metric name="final_layout_size_suffix_gt1_share" unit="%">6.73</metric>
    <metric name="seq_area" unit="sq um">420</metric>
    <metric name="areaGrowthSynthToFinish" unit="%">18.6</metric>
    <metric name="layout_top_cell_excl_fill_tap" unit="">sky130_fd_sc_hd__dfxtp_1</metric>
    <metric name="layout_top_cells" unit="">21 x sky130_fd_sc_hd__dfxtp_1, 11 x sky130_fd_sc_hd__and2_1, 9 x sky130_fd_sc_hd__nand2_1</metric>
    <metric name="comb_area" unit="sq um">519</metric>
    <metric name="fin_area" unit="sq mm">0.00115</metric>
  </group>
  <group name="yosys">
    <metric name="synth_flops" unit="">21</metric>
    <metric name="post_synth_fa_ha_maj_area_fraction" unit="%">1.29</metric>
    <metric name="yosys.area_share.simple" unit="%">32.7</metric>
    <metric name="synthMuxAreaShare" unit="%">4.14</metric>
    <metric name="synthArstFlopShare" unit="%">0</metric>
    <metric name="synth-xor-area-share" unit="%">10.9</metric>
    <metric name="seq_area_frac_synth" unit="%">43.5</metric>
    <metric name="yosysUniqueCellTypes" unit="">27</metric>
    <metric name="yosys-stat-cells" unit="">102</metric>
    <metric name="netlist_area" unit="sq um">967</metric>
    <metric name="yosys_warnings" unit="">1</metric>
    <metric name="flip_flops_with_a_built_in_enable" unit="">0</metric>
    <metric name="synthCells" unit="">102</metric>
    <metric name="synth.logic.top_family" unit="">simple AND/OR/NAND/NOR gates</metric>
    <metric name="yosys.area_share.aoi" unit="%">4.66</metric>
    <metric name="post_synthesis_area_per_instance" unit="sq um">9.48</metric>
    <metric name="synth-area-yosys" unit="sq um">967</metric>
    <metric name="synth-main-ff-cell" unit="">sky130_fd_sc_hd__dfxtp_1</metric>
  </group>
  <group name="clock_tree">
    <metric name="number_of_gates_given_a_new_drive_strength_after_cts" unit="">0</metric>
    <metric name="clk_pin_slew_worst_paths" unit="ps">70</metric>
    <metric name="cts_buffers" unit="">3</metric>
    <metric name="cts_tree" unit="">done</metric>
    <metric name="cts.hold.buffers_added" unit="">0</metric>
    <metric name="cts_root_buf" unit="">sky130_fd_sc_hd__clkbuf_8</metric>
    <metric name="number_of_setup_buffers_added_after_cts" unit="">0</metric>
    <metric name="worst_skew_pair.late_latency" unit="ps">250</metric>
    <metric name="clock_tree.htree_level_count" unit="">1</metric>
    <metric name="cts_max_path_buffers" unit="">2</metric>
  </group>
  <group name="route">
    <metric name="routed_wire_length_per_instance" unit="um">7.23</metric>
    <metric name="antenna-diode-count" unit="">0</metric>
    <metric name="drt_drc_violations_left" unit="">0</metric>
    <metric name="postRouteWirelength" unit="um">1510</metric>
    <metric name="detailedRoute.firstIterationViolations" unit="">70</metric>
    <metric name="drtPass1Iterations" unit="">6</metric>
    <metric name="drtAntennaViolNets" unit="">0</metric>
    <metric name="viasPerCell" unit="">3.18</metric>
    <metric name="via_count" unit="">664</metric>
  </group>
  <group name="die">
    <metric name="chipHeight" unit="um">111</metric>
    <metric name="pin_count" unit="">3</metric>
    <metric name="initial_utilization" unit="%">11.9</metric>
    <metric name="std_cell_rows" unit="">33</metric>
    <metric name="coreArea" unit="sq mm">0.00813</metric>
    <metric name="die_width" unit="um">111</metric>
    <metric name="chip_area" unit="sq mm">0.0123</metric>
  </group>
  <group name="pwr">
    <metric name="power" unit="mW">0.343</metric>
    <metric name="p_leak" unit="nW">0.429</metric>
    <metric name="worst_voltage_drop_across_the_vdd_grid" unit="uV">77.3</metric>
    <metric name="power_per_cell_area" unit="mW/mm^2">299</metric>
  </group>
  <group name="place">
    <metric name="dp_hpwl" unit="um">1080</metric>
    <metric name="placement.setup.worst_slack" unit="ps">1950</metric>
    <metric name="detailed_place.area" unit="sq mm">0.00111</metric>
    <metric name="buffer_ports.inserted" unit="">2</metric>
    <metric name="place_congestion" unit="">0.725</metric>
  </group>
  <group name="hold_path">
    <metric name="worst_hold_path_type" unit="">flop to flop</metric>
  </group>
  <group name="worst_setup_path">
    <metric name="critical_path.endpoint_type" unit="">flop</metric>
    <metric name="arrival" unit="ps">2040</metric>
    <metric name="category_of_the_critical_setup_timing_path" unit="">flop to flop</metric>
    <metric name="worstSetupStartpointType" unit="">flop</metric>
    <metric name="crit_path_max_fo" unit="">11</metric>
    <metric name="required" unit="ps">4190</metric>
  </group>
  <group name="flow_run">
    <metric name="openroad.warnings" unit="">25</metric>
    <metric name="timing.max_cap.violations" unit="">0</metric>
  </group>
  <group name="run_status">
    <metric name="status" unit="">finished, final reports clean</metric>
  </group>
</metrics>
## sequential cells by signal, indices dropped and copies added, names as in the netlist
signal  flops
cnt        20
play        1
## routing by layer
layer	up-vias	routed length, um	track usage (%)
met3	0	53	0.876
li1	356	-	-
met1	307	764	3.31
met2	1	692	3.97
met4	0	0	0.434
met5	-	0	0
## through the flow
| stage | util [%] | instances |
|---|---|---|
| after global routing | 14.1 | 209 |
| final | 14.1 | 209 |
| after floorplan | - | 102 |
| after global placement | 13.6 | 206 |
| after detailed placement | 13.6 | 206 |
| after CTS | 14.1 | 209 |
## path summary, 6_finish.rpt
kind                            depth (start not counted)                   end            startpoint  slack, ps
worst min register to register                          2  cnt[17]$_SDFFE_PN0N_  cnt[17]$_SDFFE_PN0N_        480
worst max register to register                          4  cnt[18]$_SDFFE_PN0N_   cnt[3]$_SDFFE_PN0N_       2140
worst min-delay path                                    2  cnt[17]$_SDFFE_PN0N_  cnt[17]$_SDFFE_PN0N_        480
worst max-delay path                                    4  cnt[18]$_SDFFE_PN0N_   cnt[3]$_SDFFE_PN0N_       2140
## critical path, cell delays in order, from the launching register on
cell	delay, ps
sky130_fd_sc_hd__dfxtp_1	410
sky130_fd_sc_hd__nand4_1	380
sky130_fd_sc_hd__or3_4	520
sky130_fd_sc_hd__or3_1	350
sky130_fd_sc_hd__a21boi_1	140
## cells in the mapped netlist, types with 2 or more instances
library cell / number / share of area (%)
sky130_fd_sc_hd__a21boi_0: 2 / 1.6
sky130_fd_sc_hd__and2_1: 11 / 7.1
sky130_fd_sc_hd__clkbuf_1: 2 / 0.78
sky130_fd_sc_hd__dfxtp_1: 21 / 43
sky130_fd_sc_hd__inv_1: 4 / 1.6
sky130_fd_sc_hd__mux2i_1: 4 / 4.1
sky130_fd_sc_hd__nand2_1: 9 / 3.5
sky130_fd_sc_hd__nand2b_1: 4 / 2.6
sky130_fd_sc_hd__nand4_1: 6 / 3.9
sky130_fd_sc_hd__nor2b_1: 2 / 1.3
sky130_fd_sc_hd__nor3_1: 3 / 1.6
sky130_fd_sc_hd__nor4_1: 5 / 3.2
sky130_fd_sc_hd__o21ai_0: 3 / 1.6
sky130_fd_sc_hd__or3_1: 3 / 1.9
sky130_fd_sc_hd__xnor2_1: 8 / 7.2
sky130_fd_sc_hd__xor2_1: 4 / 3.6
## cells by family after synthesis
family,after synthesis
AND-OR/OR-AND,7
flip-flops,21
XOR/XNOR,12
AND/OR/NAND/NOR,50
adder cells (fa/ha/maj),1
multiplexers,4
buffers and inverters,7
## report_power, final
group	switching, mW	internal [mW]
sequential	0.00377	0.202
combinational	0.00591	0.00583
clock	0.0594	0.0669
## cell type report
cell class / instances / share of cell area (%)
tap: 105 / 11.5
inverter: 4 / 1.31
sequential: 21 / 36.6
multi-input combinational: 74 / 45.3
clock buffer: 3 / 3.60
timing repair buffer: 2 / 1.74
Power and IR drop assume default switching activity.
