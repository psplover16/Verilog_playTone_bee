`run.sh`:
```
#!/bin/bash
# OpenROAD 26Q1-2900-gdf79404cd8, Yosys 0.63+post, stock flow scripts
make -C /OpenROAD-flow-scripts/flow DESIGN_CONFIG=/design/flow/config.mk WORK_HOME=/design/flow/orfs finish
```
`config.mk`:
```
export PLATFORM = sky130hd
export DESIGN_NAME = playtone
export DESIGN_NICKNAME = playtone
export VERILOG_FILES = /design/flow/design.v
export SDC_FILE = /design/flow/constraint.sdc
export NUM_CORES = 4
export LEC_CHECK = 1
export CORE_UTILIZATION = 40
```
`constraint.sdc`:
```
current_design playtone

set clk_period 7.5
set clk_io_pct 0.2

create_clock -name clk0 -period $clk_period [get_ports {clk}]

set non_clock_inputs [all_inputs -no_clocks]
set_input_delay [expr $clk_period * $clk_io_pct] -clock clk0 $non_clock_inputs
set_output_delay [expr $clk_period * $clk_io_pct] -clock clk0 [all_outputs]
```
`design.v`:
```
module playtone (
input clk,
output reg [2:0] mode,  
output reg [1:0] HL  
);
parameter time_clk = 4000000;  
parameter speed = 0.5;  
parameter delayTime = 0.2;
parameter length_Voice = 66;   
reg [8:0] state_Type;  
reg [21:0] count_Voice;  
reg needDelay;
always @(posedge clk)begin
  if(count_Voice == 0)begin
    if(state_Type > length_Voice)begin   
      state_Type = 0;
    end
    if(needDelay == 1)begin
      needDelay = 0;
      mode = 0;
      HL = 1;
      count_Voice = delayTime * time_clk * speed;
    end else begin
      case(state_Type)   
        0:begin
          mode = 0;
          HL = 1;
          count_Voice = 0.5 * time_clk * speed;
        end
        1:begin
          mode = 5;
          HL = 1;
          count_Voice = 0.5 * time_clk * speed;
        end
        2:begin
          mode = 3;
          HL = 1;
          count_Voice = 0.5 * time_clk * speed;
        end
        3:begin
          mode = 3;
          HL = 1;
          count_Voice = 1 * time_clk * speed;
        end
        4:begin
          mode = 4;
          HL = 1;
          count_Voice = 0.5 * time_clk * speed;
        end
        5:begin
          mode = 2;
          HL = 1;
          count_Voice = 0.5 * time_clk * speed;
        end
        6:begin
          mode = 2;
          HL = 1;
          count_Voice = 1 * time_clk * speed;
        end
        7:begin
          mode = 1;
          HL = 1;
          count_Voice = 0.5 * time_clk * speed;
        end
        8:begin
          mode = 2;
          HL = 1;
          count_Voice = 0.5 * time_clk * speed;
        end
        9:begin
          mode = 3;
          HL = 1;
          count_Voice = 0.5 * time_clk * speed;
        end
        10:begin
          mode = 4;
          HL = 1;
          count_Voice = 0.5 * time_clk * speed;
        end
        11:begin
          mode = 5;
          HL = 1;
          count_Voice = 0.5 * time_clk * speed;
        end
        12:begin
          mode = 5;
          HL = 1;
          count_Voice = 0.5 * time_clk * speed;
        end
        13:begin
          mode = 5;
          HL = 1;
          count_Voice = 1 * time_clk * speed;
        end
        14:begin
          mode = 5;
          HL = 1;
          count_Voice = 0.5 * time_clk * speed;
        end
        15:begin
          mode = 3;
          HL = 1;
          count_Voice = 0.5 * time_clk * speed;
        end
        16:begin
          mode = 3;
          HL = 1;
          count_Voice = 1 * time_clk * speed;
        end
        17:begin
          mode = 4;
          HL = 1;
          count_Voice = 0.5 * time_clk * speed;
        end
        18:begin
          mode = 2;
          HL = 1;
          count_Voice = 0.5 * time_clk * speed;
        end
        19:begin
          mode = 2;
          HL = 1;
          count_Voice = 1 * time_clk * speed;
        end
        20:begin
          mode = 1;
          HL = 1;
          count_Voice = 0.5 * time_clk * speed;
        end
        21:begin
          mode = 3;
          HL = 1;
          count_Voice = 0.5 * time_clk * speed;
        end
        22:begin
          mode = 5;
          HL = 1;
          count_Voice = 0.5 * time_clk * speed;
        end
        23:begin
          mode = 5;
          HL = 1;
          count_Voice = 0.5 * time_clk * speed;
        end
        24:begin
          mode = 3;
          HL = 1;
          count_Voice = 1 * time_clk * speed;
        end
        25:begin
          mode = 0;
          HL = 1;
          count_Voice = 1 * time_clk * speed;
        end
        26:begin
          mode = 2;
          HL = 1;
          count_Voice = 0.5 * time_clk * speed;
        end
        27:begin
          mode = 2;
          HL = 1;
          count_Voice = 0.5 * time_clk * speed;
        end
        28:begin
          mode = 2;
          HL = 1;
          count_Voice = 0.5 * time_clk * speed;
        end
        29:begin
          mode = 2;
          HL = 1;
          count_Voice = 0.5 * time_clk * speed;
        end
        30:begin
          mode = 2;
          HL = 1;
          count_Voice = 0.5 * time_clk * speed;
        end
        31:begin
          mode = 3;
          HL = 1;
          count_Voice = 0.5 * time_clk * speed;
        end
        32:begin
          mode = 4;
          HL = 1;
          count_Voice = 1 * time_clk * speed;
        end
        33:begin
          mode = 3;
          HL = 1;
          count_Voice = 0.5 * time_clk * speed;
        end
        34:begin
          mode = 3;
          HL = 1;
          count_Voice = 0.5 * time_clk * speed;
        end
        35:begin
          mode = 3;
          HL = 1;
          count_Voice = 0.5 * time_clk * speed;
        end
        36:begin
          mode = 3;
          HL = 1;
          count_Voice = 0.5 * time_clk * speed;
        end
        37:begin
          mode = 3;
          HL = 1;
          count_Voice = 0.5 * time_clk * speed;
        end
        38:begin
          mode = 4;
          HL = 1;
          count_Voice = 0.5 * time_clk * speed;
        end
        39:begin
          mode = 5;
          HL = 1;
          count_Voice = 1 * time_clk * speed;
        end
        40:begin
          mode = 5;
          HL = 1;
          count_Voice = 0.5 * time_clk * speed;
        end
        41:begin
          mode = 3;
          HL = 1;
          count_Voice = 0.5 * time_clk * speed;
        end
        42:begin
          mode = 3;
          HL = 1;
          count_Voice = 1 * time_clk * speed;
        end
        43:begin
          mode = 4;
          HL = 1;
          count_Voice = 0.5 * time_clk * speed;
        end
        44:begin
          mode = 2;
          HL = 1;
          count_Voice = 0.5 * time_clk * speed;
        end
        45:begin
          mode = 2;
          HL = 1;
          count_Voice = 1 * time_clk * speed;
        end
        46:begin
          mode = 1;
          HL = 1;
          count_Voice = 0.5 * time_clk * speed;
        end
        47:begin
          mode = 3;
          HL = 1;
          count_Voice = 0.5 * time_clk * speed;
        end
        48:begin
          mode = 5;
          HL = 1;
          count_Voice = 0.5 * time_clk * speed;
        end
        49:begin
          mode = 5;
          HL = 1;
          count_Voice = 0.5 * time_clk * speed;
        end
        50:begin
          mode = 1;
          HL = 1;
          count_Voice = 1 * time_clk * speed;
        end
        51:begin
          mode = 0;
          HL = 1;
          count_Voice = 2 * time_clk * speed;
        end
        52:begin
          mode = 1;
          HL = 0;
          count_Voice = 0.5 * time_clk * speed;
        end
        53:begin
          mode = 2;
          HL = 0;
          count_Voice = 0.5 * time_clk * speed;
        end
        54:begin
          mode = 3;
          HL = 0;
          count_Voice = 0.5 * time_clk * speed;
        end
        55:begin
          mode = 4;
          HL = 0;
          count_Voice = 0.5 * time_clk * speed;
        end
        56:begin
          mode = 5;
          HL = 0;
          count_Voice = 0.5 * time_clk * speed;
        end
        57:begin
          mode = 6;
          HL = 0;
          count_Voice = 0.5 * time_clk * speed;
        end
        58:begin
          mode = 7;
          HL = 0;
          count_Voice = 2 * time_clk * speed;
        end
        59:begin
          mode = 1;
          HL = 2;
          count_Voice = 0.5 * time_clk * speed;
        end
        60:begin
          mode = 2;
          HL = 2;
          count_Voice = 0.5 * time_clk * speed;
        end
        61:begin
          mode = 3;
          HL = 2;
          count_Voice = 0.5 * time_clk * speed;
        end
        62:begin
          mode = 4;
          HL = 2;
          count_Voice = 0.5 * time_clk * speed;
        end
        63:begin
          mode = 5;
          HL = 2;
          count_Voice = 0.5 * time_clk * speed;
        end
        64:begin
          mode = 6;
          HL = 2;
          count_Voice = 0.5 * time_clk * speed;
        end
        65:begin
          mode = 7;
          HL = 2;
          count_Voice = 0.5 * time_clk * speed;
        end
        66:begin
          mode = 0;
          HL = 1;
          count_Voice = 2 * time_clk * speed;
        end
      endcase
      needDelay = 1;
      state_Type = state_Type + 1;  
    end
  end
    count_Voice = count_Voice - 1;
end
endmodule
```
==> summary.txt <==
synthesized area per cell -> 8.35 um^2
Largest delay share family, worst path -> simple AND/OR/NAND/NOR gates
placed inst area -> 2760 um^2
initial antenna violation count -> 0
Startpoint Class -> flip-flop
Power Dens Cells -> 130 nW/um^2
Gate Count Post-Synth -> 319
DR iter-0 viols -> 282
Min-Delay Path Class -> reg2reg
Post-CTS Hold Buffers -> 0
fin area -> 2870 um^2
most frequent logic cell in the layout -> nand2_1
vias in the first global route -> 2363
WS Path Type -> reg2reg
Cells after DPL -> 388
Tot Pwr -> 0.372 mW
post-synthesis async set-or-reset flop share -> 0%
Routed Wire Length -> 6.99 mm
final setup fails -> 0
EDFF count, synth -> 15
element type at the critical path end -> flip-flop
slowest CP cell -> edfxtp_1
Routed Antenna Nets -> 0
Syn-to-layout area delta -> 7.66%
final period utilization -> 59.0%
ys flops -> 37
# rows -> 29
Worst Path Arrival -> 4640 ps
Mapped Area -> 2660 um^2
Latency at later pin -> 280 ps
Gate Area -> 1670 um^2
Via Count -> 2534
Sink Count -> 37
Inserted Diodes -> 0
WL/cell -> 17.6 um
CTS tree -> built
# Cells Yosys -> 319
core box area -> 6390 um^2
Yosys cell types -> 66
Ys Warns -> 69
drt pass-1 iters -> 5
chip height -> 83.6 um
clock root buffer master -> clkbuf_8
Peak Freq -> 0.226 GHz
fin. max-slew vios -> 0
largest net degree at the start of global routing -> 19
vias per cell -> 6.40
cts repair resizes -> 0
dpl hpwl -> 4.97 mm
Crit. Startpoint -> state_Type[2]
worst r2r src -> state_Type[2]
drc violations -> 0
fin cells -> 396
CTS Buffer Depth -> 2
H-tree depth -> 2
skew final -> 3.47 ps
RSZ-0062 raised after global routing -> false
die width -> 83.6 um
run status -> complete, no violations
GPL Wtd Cong -> 0.990
critical path fanouts, max -> 17
register area -> 891 um^2
clock-pin slew on the worst setup and hold paths -> 70 ps
post-synth area from yosys stat -> 2660 um^2
IO Count -> 6
peak per-stage delay on the critical path -> 650 ps
Pleak -> 0.959 nW
share of layout cells above drive strength 1 -> 9.09%
FP Core Util -> 41.7%
Worst Path Buf+Inv -> 0
grt ovf -> 0
setup TNS -> 0 ps
setup bufs post-CTS -> 0
Synth Flop Type -> dfxtp_1
most frequent logic cells in the routed design -> nand2_1 (34), nor2_1 (32), dfxtp_1 (22)
Relative slew margins -> 54.5%
Num CTS Buffers -> 5
first-pass GRT wire length -> 11.6 mm
I/O Buffers -> 5
Total Routing Usage GR -> 21.1%
Hold Vio Cnt, Final -> 0
worst slew pin tran -> 680 ps
# fillers -> 628
tool warnings -> 28
sequential area share after synthesis -> 33.4%
Max IR drop VDD -> 0.0911 mV
post-route minimum period -> 4430 ps
worst-path cell chain -> nor2_1 -> a31o_2 -> nand2_1 -> ha_1 -> nand3_1 -> a211oi_1 -> nor4_2 -> nand4_2 -> o22ai_1 -> nand4_1 -> nor4_1 -> mux2i_1
Req. time, crit path -> 7720 ps
min-delay src -> count_Voice[0]
Max-Cap Viols -> 0
die area -> 6990 um^2
-- kinds of logic (layout without fill, tap and decap cells) --
family / count (synthesis) / count (layout) / share of synthesized area, %
buf+inv: 24 / 23 / 3.85
fa+ha+maj: 5 / 5 / 2.35
simple gates: 150 / 150 / 31.2
compound gates: 76 / 76 / 20.1
mux: 6 / 6 / 2.35
xor+xnor: 20 / 20 / 6.58
other cells: 1 / 2 / 0.141
flops: 37 / 37 / 33.4
-- synth_stat cells, types with 3 or more instances --
master | count | area [um^2]
nand2_1 | 34 | 128
nor2_1 | 32 | 120
dfxtp_1 | 22 | 440
a21oi_1 | 21 | 105
edfxtp_1 | 15 | 450
nand3_1 | 13 | 65.1
nor3_1 | 12 | 60.1
a31oi_1 | 10 | 62.6
clkbuf_1 | 10 | 37.5
xnor2_1 | 10 | 87.6
xor2_1 | 10 | 87.6
nand4_1 | 9 | 56.3
nor2b_1 | 7 | 43.8
o21ai_0 | 7 | 35.0
inv_1 | 6 | 22.5
o211ai_1 | 6 | 45.0
ha_1 | 5 | 62.6
nor4_1 | 5 | 31.3
or3_1 | 5 | 31.3
buf_2 | 4 | 20.0
mux2i_1 | 4 | 40.0
o32ai_1 | 4 | 35.0
or2_2 | 4 | 25.0
a211oi_1 | 3 | 22.5
a32oi_1 | 3 | 26.3
and2_1 | 3 | 18.8
and3_1 | 3 | 18.8
nand2b_1 | 3 | 18.8
-- area by class of cell --
| type | instances | area share [%] |
|---|---|---|
| clock buffers | 8 | 3.88 |
| inverters | 8 | 1.05 |
| repair buffers | 7 | 2.27 |
| well taps | 77 | 3.36 |
| flip-flops and latches | 37 | 31.1 |
| multi-input cells | 259 | 58.4 |
-- worst reg2reg max path: stages, from the launching register on --
cell	delay, ps
edfxtp_1	650
nor2_1	440
a31o_2	270
nand2_1	130
ha_1	400
nand3_1	350
a211oi_1	140
nor4_2	450
nand4_2	300
o22ai_1	430
nand4_1	280
nor4_1	310
mux2i_1	220
-- layer usage --
layer / GRT usage (%) / up-vias / part of all wire, %
li1: - / 1190 / -
met1: 31.2 / 1131 / 43
met2: 31.6 / 169 / 43
met3: 3.92 / 44 / 8.7
met4: 8.63 / 0 / 4.8
met5: 0 / - / 0
-- sequential cells by signal, indices dropped and copies added, names as in the netlist --
signal and flops:
count_Voice 22, state_Type 9, mode 3, HL 2, needDelay 1
-- worst paths after layout --
check | endpoint | slack, ps | depth (start not counted)
setup / recovery | count_Voice[18] | 3070 | 12
hold / removal | count_Voice[0] | 420 | 1
setup reg to reg | count_Voice[18] | 3070 | 12
hold reg to reg | count_Voice[0] | 420 | 1
-- stage by stage --
step	setup WS (ps)	util, %	hold slack (ps)
after global routing	2900	44.9	452
after detailed placement	3260	43.2	407
final	3070	44.9	423
after CTS	3230	44.9	425
after floorplan	3840	-	388
after global placement	3160	43.2	402
-- power by group --
part | internal (mW) | total [mW] | switching, mW | leakage, nW
Sequential | 0.208 | 0.208 | 0 | 0.329
Combinational | 0 | 0.0000952 | 0.0000947 | 0.574
Clock | 0.0950 | 0.165 | 0.0696 | 0.0566
Power and IR drop assume default switching activity.
